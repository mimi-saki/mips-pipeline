==> design/flow/design.v <==
`timescale 1ns / 1ps
module ID_pipe_stage(
    input  clk, reset,
    input  [9:0] pc_plus4,
    input  [31:0] instr,
    input  mem_wb_reg_write,
    input  [4:0] mem_wb_write_reg_addr,
    input  [31:0] mem_wb_write_back_data,
    input  Data_Hazard,
    input  Control_Hazard,
    output [31:0] reg1, reg2,
    output [31:0] imm_value,
    output [9:0] branch_address,
    output [9:0] jump_address,
    output branch_taken,
    output [4:0] destination_reg, 
    output mem_to_reg,
    output [1:0] alu_op,
    output mem_read,  
    output mem_write,
    output alu_src,
    output reg_write,
    output jump
    );
    wire [6:0] contrl_Out;
    wire [6:0] mux_Out;
    wire reg_Dest;
    mux2#(7) ctrlMux(   
        .a(contrl_Out),
        .b(7'b000000),
        .sel((!Data_Hazard) || Control_Hazard),
        .y(mux_Out)
    );
    assign mem_to_reg = mux_Out[6];
    assign alu_op = mux_Out[5:4];
    assign mem_read = mux_Out[3];
    assign mem_write = mux_Out[2];
    assign alu_src = mux_Out[1];
    assign reg_write = mux_Out[0];
   control ctrl(
       .reset(reset),
       .opcode(instr[31:26]), 
       .reg_dst(reg_Dest),
       .mem_to_reg(contrl_Out[6]), 
       .alu_op(contrl_Out[5:4]),  
       .mem_read(contrl_Out[3]), 
       .mem_write(contrl_Out[2]),
       .alu_src(contrl_Out[1]), 
       .reg_write(contrl_Out[0]),
       .branch(),
       .jump(jump) 
    );
    mux2#(5) muxDest(
        .a(instr[20:16]),
        .b(instr[15:11]),
        .sel(reg_Dest),
        .y(destination_reg)
    );
    register_file regFile(
        .clk(clk),
        .reset(reset),  
        .reg_write_en(mem_wb_reg_write),
        .reg_write_dest(mem_wb_write_reg_addr),  
        .reg_write_data(mem_wb_write_back_data),
        .reg_read_addr_1(instr[25:21]),
        .reg_read_addr_2(instr[20:16]),  
        .reg_read_data_1(reg1),  
        .reg_read_data_2(reg2) 
    );
    assign branch_taken = ctrl.branch && (reg1 == reg2) ? 1'b1 : 1'b0;
    assign branch_address = pc_plus4 + (imm_value << 2); 
    sign_extend signExtend(
        .sign_ex_in(instr[15:0]),
        .sign_ex_out(imm_value)
    );
    assign jump_address = instr[25:0] << 2;
endmodule
`timescale 1ns / 1ps
module control(
    input reset,
    input[5:0] opcode,  
    output reg reg_dst, mem_to_reg, 
    output reg [1:0] alu_op,  
    output reg mem_read, mem_write, alu_src, reg_write, branch, jump 
    );
always @(*)  
 begin  
      if(reset == 1'b1) begin  
                reg_dst = 1'b0;  
                mem_to_reg = 1'b0;  
                alu_op = 2'b10;  
                mem_read = 1'b0;  
                mem_write = 1'b0;  
                alu_src = 1'b0;  
                reg_write = 1'b0;  
                branch = 1'b0; 
                jump = 1'b0;    
      end  
      else begin  
      casex(opcode)   
      6'b000000: begin  
                reg_dst = 1'b1;  
                mem_to_reg = 1'b0;  
                alu_op = 2'b10;  
                mem_read = 1'b0;  
                mem_write = 1'b0;  
                alu_src = 1'b0;  
                reg_write = 1'b1;
                branch = 1'b0; 
                jump = 1'b0;    
                end
      6'b110000: begin  
                reg_dst = 1'b1;  
                mem_to_reg = 1'b0;  
                alu_op = 2'b10;  
                mem_read = 1'b0;  
                mem_write = 1'b0;  
                alu_src = 1'b1;  
                reg_write = 1'b1;
                branch = 1'b0; 
                jump = 1'b0;    
                end
      6'b001000: begin  
                reg_dst = 1'b0;  
                mem_to_reg = 1'b0;  
                alu_op = 2'b00;  
                mem_read = 1'b0;  
                mem_write = 1'b0;  
                alu_src = 1'b1;  
                reg_write = 1'b1;
                branch = 1'b0; 
                jump = 1'b0;    
                end 
      6'b001xxx: begin  
                reg_dst = 1'b0;  
                mem_to_reg = 1'b0;  
                alu_op = 2'b11;  
                mem_read = 1'b0;  
                mem_write = 1'b0;  
                alu_src = 1'b1;  
                reg_write = 1'b1; 
                branch = 1'b0; 
                jump = 1'b0;   
                end
      6'b100011: begin  
                reg_dst = 1'b0;  
                mem_to_reg = 1'b1;  
                alu_op = 2'b00;    
                mem_read = 1'b1;  
                mem_write = 1'b0;  
                alu_src = 1'b1;  
                reg_write = 1'b1;   
                branch = 1'b0; 
                jump = 1'b0;
                end  
      6'b101011: begin  
                reg_dst = 1'b0;  
                mem_to_reg = 1'b0;  
                alu_op = 2'b00;    
                mem_read = 1'b0;  
                mem_write = 1'b1;  
                alu_src = 1'b1;  
                reg_write = 1'b0;  
                branch = 1'b0; 
                jump = 1'b0;
                end 
       6'b00010x: begin  
                reg_dst = 1'b0;  
                mem_to_reg = 1'b0;  
                alu_op = 2'b01;  
                mem_read = 1'b0;  
                mem_write = 1'b0;  
                alu_src = 1'b0;  
                reg_write = 1'b0;
                branch = 1'b1; 
                jump = 1'b0;    
                end 
       6'b000010: begin  
                reg_dst = 1'b0;  
                mem_to_reg = 1'b0;  
                alu_op = 2'b00;  
                mem_read = 1'b0;  
                mem_write = 1'b0;  
                alu_src = 1'b0;  
                reg_write = 1'b0;
                branch = 1'b0; 
                jump = 1'b1;    
                end 
      endcase  
      end  
 end 
 endmodule 
`timescale 1ns / 1ps
module mux2 #(parameter mux_width= 32)
(   input [mux_width-1:0] a,b,
    input sel,
    output [mux_width-1:0] y
    );
    assign y = sel ? b : a;
endmodule
`timescale 1ns / 1ps
module register_file(
    input clk, reset,  
    input reg_write_en,  
    input [4:0] reg_write_dest,  
    input [31:0] reg_write_data,
    input [4:0] reg_read_addr_1, 
    input [4:0] reg_read_addr_2,  
    output [31:0] reg_read_data_1,  
    output [31:0] reg_read_data_2 
    );
    reg [31:0] reg_array [31:0];  
    always @ (negedge clk ) begin  
           if(reset) begin  
                reg_array[0] <= 32'b0;
                reg_array[1] <= 32'b0;
                reg_array[2] <= 32'b0;
                reg_array[3] <= 32'b0;
                reg_array[4] <= 32'b0;
                reg_array[5] <= 32'b0;  
                reg_array[6] <= 32'b0;
                reg_array[7] <= 32'b0;
                reg_array[8] <= 32'b0;
                reg_array[9] <= 32'b0;
                reg_array[10] <= 32'b0;
                reg_array[11] <= 32'b0;
                reg_array[12] <= 32'b0;
                reg_array[13] <= 32'b0;
                reg_array[14] <= 32'b0;
                reg_array[15] <= 32'b0;
                reg_array[16] <= 32'b0;
                reg_array[17] <= 32'b0;
                reg_array[18] <= 32'b0;
                reg_array[19] <= 32'b0;
                reg_array[20] <= 32'b0;
                reg_array[21] <= 32'b0;
                reg_array[22] <= 32'b0;
                reg_array[23] <= 32'b0;
                reg_array[24] <= 32'b0;
                reg_array[25] <= 32'b0;
                reg_array[26] <= 32'b0;
                reg_array[27] <= 32'b0;
                reg_array[28] <= 32'b0;
                reg_array[29] <= 32'b0;
                reg_array[30] <= 32'b0;
                reg_array[31] <= 32'b0;
           end
           else begin
                if(reg_write_en) begin
                     reg_array[reg_write_dest] <= reg_write_data;
                end
           end
      end
      assign reg_read_data_1 = ( reg_read_addr_1 == 0)? 32'b0 : reg_array[reg_read_addr_1];
      assign reg_read_data_2 = ( reg_read_addr_2 == 0)? 32'b0 : reg_array[reg_read_addr_2];
endmodule
`timescale 1ns / 1ps
module sign_extend(
    input [15:0] sign_ex_in,
    output reg [31:0] sign_ex_out
    );
    always @(*) begin
        sign_ex_out = { {16{sign_ex_in[15]}}, sign_ex_in[15:0] };
    end
endmodule
==> design/flow/run.sh <==
#!/bin/bash
# OpenROAD 26Q1-2900-gdf79404cd8, Yosys 0.63+post, stock flow scripts
make -C /OpenROAD-flow-scripts/flow DESIGN_CONFIG=/design/flow/config.mk WORK_HOME=/design/flow/orfs finish
==> design/flow/config.mk <==
export PLATFORM = sky130hd
export DESIGN_NAME = ID_pipe_stage
export DESIGN_NICKNAME = ID_pipe_stage
export VERILOG_FILES = /design/flow/design.v
export SDC_FILE = /design/flow/constraint.sdc
export NUM_CORES = 4
export LEC_CHECK = 1
export CORE_UTILIZATION = 30
==> design/flow/constraint.sdc <==
current_design ID_pipe_stage

set clk_period 9.3
set clk_io_pct 0.2

create_clock -name clk0 -period $clk_period [get_ports {clk}]

set non_clock_inputs [all_inputs -no_clocks]
set_input_delay [expr $clk_period * $clk_io_pct] -clock clk0 $non_clock_inputs
set_output_delay [expr $clk_period * $clk_io_pct] -clock clk0 [all_outputs]
==> impl.org <==
#+TITLE: Synthesis and PnR summary

** Status
- Status :: completed

** Layout
- Post-route cell area :: 0.0695 mm^2
- Cells with a size suffix above 1 make up 23.3% of the layout.
- Synthesis-to-finish area growth :: 25.8%
- By instance count after routing, the leading logic cell type is sky130_fd_sc_hd__inv_1.
- The finished layout holds 7335 standard cells, fillers aside.
- Most common logic cells in the final layout :: sky130_fd_sc_hd__inv_1 (1042), sky130_fd_sc_hd__and2_1 (1030), sky130_fd_sc_hd__edfxtp_1 (1024)

** Floorplanning
- The die is 431 um tall.
- Per the OpenROAD floorplan log, the width of the die is roughly 430 um.
- Before placement the cells fill 30.2% of the core.
- Ports placed on the boundary :: about 210
- Die outline area :: 0.186 mm^2
- Area of the placeable core :: 0.183 mm^2
- According to the floorplan log, the row count is 157.

** Hold path
- Hold_sp :: pc_plus4[0]
- Hold path endpoint :: branch_address[0]
- The report gives the cell count of the worst hold path as 0.
- Hold Crit Class :: primary input to output port

** Detailed routing
- The final layout contains routed wiring with a total length of about 190000 um.
- Via density per instance :: 5.15
- Per the log, the first TritonRoute iteration ended with a DRC count of roughly 2300.
- DR DRC count :: 0
- Number of nets still failing antenna checks after routing :: 0
- Detailed-routing iteration count for the pre-antenna-repair pass :: 5
- Dividing the detail-routed wire length by the instance count gives 25.8 um.
- Via count :: 37800

** Flow run
- In this run the maximum-capacitance check reported violations numbering 0.
- Tool warnings :: 1029

** Global routing
- Maximum number of pins on one net before global-route repair :: 81
- Number of global-route vias before repair :: 42400
- After global routing, the most crowded layer is met2.
- Recorded from the global router log, the overflow total was 0.
- In the global route stage, met2 resource usage came out at 30.8%.
- The number of antenna violations at the first check in global routing came to 3.
- Global-route wire length before repair :: 272000 um
- GRT Total Usage :: 21.8%
- In the global route stage, met3 resource usage came out at 17.7%.
- Met1 track demand over resource in global routing :: 23.5%

** STA
- The transition time recorded at the tightest slew-check pin is 0.982 ns.
- In the final report, the number of hold violations comes to 0.
- Setup repair after global routing missed its margin :: yes
- The timer found 8 register pins that no clock reaches; their paths are not timed.
- 9 endpoints have no timing constraint.
- Hold is met by 3.72 ns.
- The final max-slew violation count recorded for this run is 0.
- The max-slew check reports its worst relative slack as between 30% and 40%.
- The end-of-flow timing check tallies setup violations at 0.
- Total Neg Setup Slack :: 0 ns

** Power and ir drop
- Clock group share of total power :: 48.4%
- Flop pwr share :: 40.3%
- Combinational group share of total power :: 11.3%
- Worst vdd ir :: about 0.17 mV
- Switching power :: 4.04 mW
- In this run the static leakage power is between 20 and 30 nW.
- Total power normalized to cell area comes to 196 mW/mm^2.
- Internal cell power :: 9.59 mW
- The final power report lists total power as roughly 14 mW.
- Switch share :: 29.6%

** Clocking
- Clock buffers created by TritonCTS :: 113
- TritonCTS built the clock tree.
- The number of hold buffers added after CTS was 0.
- Cell at the root of the clock tree :: sky130_fd_sc_hd__clkbuf_16
- Deepest clock path buffer count :: 3
- Looking at the clock tree report, the H-tree level count equals 3.
- On the reported timing paths, the clock transition at the registers reads 0.03 ns.

** Synth
- Share of synthesized registers carrying an async set or reset :: 0%
- Simple-gate area share of the yosys netlist :: 13.1%
- Synthesis produced approximately 3600 cells.
- Post-synthesis share of cell area spent on xor and xnor gates :: 0.111%
- Dominant flop cell :: sky130_fd_sc_hd__edfxtp_1
- The synthesized netlist occupies a cell area of between 0.05 and 0.06 mm^2.
- The cell-mix breakdown from Yosys lists the compound-gate area share as 4.08%.
- Share of cell area taken by muxes after synthesis :: 22.6%
- The stat command in Yosys gives a chip area of 0.0553 mm^2.
- Synthesized registers :: 1032
- Post-Synthesis Mean Instance Area :: between 15 and 20 um^2
- Among the non-sequential cells, multiplexers take the most area.
- Per the synthesis report, the number of distinct cell types is slightly above 50.
- Post-synthesis cell count from yosys :: 3631
- For reference, full adder, half adder and majority cells occupy 0.195% of the area reported after synthesis.
- Synthesis warning total :: 5
- Count of library flops with an enable pin :: between 1000 and 1500

** Placed design
- Instance area after placement :: 0.0608 mm^2
- Summed over all nets, the half-perimeter wirelength after detailed placement is 114000 um.
- Final estimated routing congestion in global placement :: roughly 0.90
- As logged by OpenROAD, the buffers inserted on ports number 200.
- Including well taps, the total number of placed cells is 6102.

** Setup path
- Data required time of the critical path :: 7.44 ns
- Worst Setup Start Kind :: flip-flop
- Critical setup path kind :: flip-flop to output port
- Max fanout on the critical path was recorded as 2.
- The worst setup path is captured at an output port.
- Endpoint arrival time on the critical path :: 7.39 ns
[cell families (layout without fill, tap and decap cells)]
| group | Yosys count | count (layout) |
|---|---|---|
| DFF | 1024 | 1024 |
| and+or+nand+nor | 1191 | 1191 |
| other | 1 | 5 |
| adders and majority gates | 8 | 8 |
| xor gates and xnor gates | 7 | 7 |
| latches | 8 | 8 |
| buffers and inverters | 472 | 1708 |
| muxes | 645 | 645 |
| AOI/OAI and AO/OA | 275 | 275 |
[power groups by stage]
stage         logic, mW  clock network, mW  registers, mW
global route       1.62               7.29           5.51
finish             1.54               6.59           5.49
CTS                1.53               6.78           5.49
[stage by stage]
stage / utilization, % / worst slack [ns]
after global placement: 33.2 / 0.135
after global routing: 38.0 / -0.0581
after detailed placement: 33.2 / 0.137
after floorplan: - / 1.08
after CTS: 37.9 / -0.116
final: 38.0 / 0.0514
[synthesized netlist by cell type, types with 18 or more instances]
cell | number | share of area (%)
sky130_fd_sc_hd__a2111oi_0 | 32 | 0.51
sky130_fd_sc_hd__o221ai_1 | 64 | 1.0
sky130_fd_sc_hd__o22ai_1 | 32 | 0.36
sky130_fd_sc_hd__nor3_1 | 37 | 0.34
sky130_fd_sc_hd__a211oi_1 | 33 | 0.45
sky130_fd_sc_hd__inv_2 | 30 | 0.20
sky130_fd_sc_hd__nor2_1 | 50 | 0.34
sky130_fd_sc_hd__or2_2 | 32 | 0.36
sky130_fd_sc_hd__a221oi_1 | 33 | 0.52
sky130_fd_sc_hd__edfxtp_1 | 1024 | 56
sky130_fd_sc_hd__a22o_1 | 64 | 1.0
sky130_fd_sc_hd__buf_4 | 68 | 0.92
sky130_fd_sc_hd__and2_1 | 1031 | 12
sky130_fd_sc_hd__buf_2 | 54 | 0.49
sky130_fd_sc_hd__clkbuf_1 | 282 | 1.9
sky130_fd_sc_hd__mux4_2 | 480 | 20
sky130_fd_sc_hd__buf_6 | 18 | 0.37
sky130_fd_sc_hd__mux2i_1 | 160 | 2.9
[state kept, by name, indices dropped and copies added, names as in the netlist]
signal             cells
ctrl.mem_write         1
ctrl.jump              1
ctrl.reg_dst           1
ctrl.reg_write         1
ctrl.alu_src           1
regFile.reg_array   1024
ctrl.mem_read          1
ctrl.alu_op            2
[timing repair]
action                     in CTS  in global routing
gates cloned                    0                  0
setup endpoints to repair      64                 33
resized                       218                 47
pin swaps                      16                  6
buffers inserted                3                  4
[worst max path at each step]
| stage | startpoint | to | slack [ns] | depth (start not counted) |
|---|---|---|---|---|
| CTS | regFile.reg_array[9][2]$_SDFFCE_NN0P_ | reg1[2] | -0.12 | 5 |
| global route | regFile.reg_array[12][14]$_SDFFCE_NN0P_ | reg1[14] | -0.06 | 5 |
| finish | regFile.reg_array[19][31]$_SDFFCE_NN0P_ | reg2[31] | 0.05 | 5 |
[worst max-delay path: stages, from the launching register on]
cell                              delay [ns]
sky130_fd_sc_hd__edfxtp_1               0.37
sky130_fd_sc_hd__mux4_2                 0.55
sky130_fd_sc_hd__mux4_2                 0.50
sky130_fd_sc_hd__inv_2                  0.15
sky130_fd_sc_hd__a221oi_1               0.17
sky130_fd_sc_hd__clkdlybuf4s15_1        0.29
[routing by layer]
| metal | routed length, um | part of all wire (%) |
|---|---|---|
| met3 | 31900 | 17 |
| met2 | 85800 | 45 |
| met5 | 47 | 0.025 |
| met1 | 63000 | 33 |
| met4 | 8460 | 4.5 |
[final cells by class]
type	instances	area, um^2
diodes	2	5.00
clock buffers	114	2850
clock inverters	1120	5020
fillers	16800	114000
inverters	39	174
multi-input cells	2129	23300
flip-flops and latches	1032	30900
well taps	2464	3080
repair buffers	435	4200
Power is estimated from default activity; no workload was simulated.
