==> /design/flow/design.v <==
`timescale 1ns / 1ps
module ALU(
    input [31:0] a,  
    input [31:0] b, 
    input [3:0] alu_control,
    output zero, 
    output reg [31:0] alu_result); 
    wire signed [31:0] signed_a; 
    assign signed_a = a;
 always @(*)
 begin   
      case(alu_control)  
      4'b0000: alu_result = a & b;  
      4'b0001: alu_result = a | b;  
      4'b0010: alu_result = a + b;  
      4'b0100: alu_result = a ^ b;  
      4'b0101: alu_result = a * b;  
      4'b0110: alu_result = a - b;  
      4'b0111: alu_result = (a<b) ? 32'd1 : 32'd0;  
      4'b1000: alu_result = a << b[10:6];  
      4'b1001: alu_result = a >> b[10:6];  
      4'b1010: alu_result = signed_a >>> b[10:6];  
      4'b1011: alu_result = a/b;  
      4'b1100: alu_result = ~(a | b);  
      default: alu_result = a + b;  
      endcase  
 end  
 assign zero = (alu_result==32'd0) ? 1'b1: 1'b0;
endmodule
`timescale 1ns / 1ps
module ALUControl(
    input [1:0] ALUOp, 
    input [5:0] Function,
    output reg[3:0] ALU_Control);  
    wire [7:0] ALUControlIn;  
    assign ALUControlIn = {ALUOp,Function};  
    always @(ALUControlIn)  
    casex (ALUControlIn)  
    8'b10100100: ALU_Control=4'b0000;  
    8'b11xxxxxx: ALU_Control=4'b0000;  
    8'b10100101: ALU_Control=4'b0001;  
    8'b00xxxxxx: ALU_Control=4'b0010;  
    8'b10100000: ALU_Control=4'b0010;  
    8'b10100010: ALU_Control=4'b0110;  
    8'b01xxxxxx: ALU_Control=4'b0110;  
    8'b10100111: ALU_Control=4'b1100;  
    8'b10101010: ALU_Control=4'b0111;  
    8'b10000000: ALU_Control=4'b1000;  
    8'b10000010: ALU_Control=4'b1001;  
    8'b10000011: ALU_Control=4'b1010;  
    8'b10100110: ALU_Control=4'b0100;  
    8'b10011000: ALU_Control=4'b0101;  
    8'b10011010: ALU_Control=4'b1011;  
    8'bxxxxxxxx: ALU_Control=4'bxxxx;  
    default: ALU_Control=4'b0000;  
    endcase  
 endmodule  
`timescale 1ns / 1ps
module EX_pipe_stage(
    input [31:0] id_ex_instr,
    input [31:0] reg1, reg2,
    input [31:0] id_ex_imm_value,
    input [31:0] ex_mem_alu_result,
    input [31:0] mem_wb_write_back_result,
    input id_ex_alu_src,
    input [1:0] id_ex_alu_op,
    input [1:0] Forward_A, Forward_B,
    output [31:0] alu_in2_out,
    output [31:0] alu_result
    );
    wire [3:0] ALU_Control;
    wire [31:0] reg1_Muxout;
    wire [31:0] ALU_Muxout;
    wire zero;
    mux4 #(32) reg1Mux(
        .a(reg1),
        .b(mem_wb_write_back_result),
        .c(ex_mem_alu_result),
        .d(32'b0),
        .sel(Forward_A),
        .y(reg1_Muxout)
    );
    mux4 #(32) reg2Mux(
        .a(reg2),
        .b(mem_wb_write_back_result),
        .c(ex_mem_alu_result),
        .d(32'b0),
        .sel(Forward_B),
        .y(alu_in2_out)
    );
    ALUControl ALUctrl(
        .ALUOp(id_ex_alu_op), 
        .Function(id_ex_instr[5:0]),
        .ALU_Control(ALU_Control)
    );
    mux2 #(32) ALUmux (
        .a(alu_in2_out),
        .b(id_ex_imm_value),
        .sel(id_ex_alu_src),
        .y(ALU_Muxout)
    );
    ALU ALU(
        .a(reg1_Muxout),
        .b(ALU_Muxout), 
        .alu_control(ALU_Control),
        .zero(zero),
        .alu_result(alu_result)
    );
endmodule
`timescale 1ns / 1ps
module mux2 #(parameter mux_width= 32)
(   input [mux_width-1:0] a,b,
    input sel,
    output [mux_width-1:0] y
    );
    assign y = sel ? b : a;
endmodule
`timescale 1ns / 1ps
module mux4#(parameter mux_width= 32)(
    input [mux_width-1:0] a,b,c,d,
    input [1:0] sel,
    output [mux_width-1:0] y
    );
    assign y = sel[1] ? (sel[0] ? d : c) : (sel[0] ? b : a);
endmodule
==> /design/flow/run.sh <==
#!/bin/bash
# OpenROAD 26Q1-2900-gdf79404cd8, Yosys 0.63+post, stock flow scripts
make -C /OpenROAD-flow-scripts/flow DESIGN_CONFIG=/design/flow/config.mk WORK_HOME=/design/flow/orfs finish
==> /design/flow/config.mk <==
export PLATFORM = sky130hd
export DESIGN_NAME = EX_pipe_stage
export DESIGN_NICKNAME = EX_pipe_stage
export VERILOG_FILES = /design/flow/design.v
export SDC_FILE = /design/flow/constraint.sdc
export NUM_CORES = 4
export LEC_CHECK = 1
export CORE_UTILIZATION = 40
==> /design/flow/constraint.sdc <==
current_design EX_pipe_stage

set clk_period 444.9
set clk_io_pct 0.2

create_clock -name clk0 -period $clk_period

set non_clock_inputs [all_inputs -no_clocks]
set_input_delay [expr $clk_period * $clk_io_pct] -clock clk0 $non_clock_inputs
set_output_delay [expr $clk_period * $clk_io_pct] -clock clk0 [all_outputs]
==> notes.md <==
Synthesis and PnR results.

- The flow ran to the end, and the final reports show no timing, DRC or antenna violations.
- The worst hold margin is 178.88 ns.
- The first-pass detailed-route iteration total is 8.
- The post-layout period usage of the worst path reads 0.6040.
- Per the OpenROAD floorplan log, the area of the core is 136100 µm².
- The arrival time at the worst endpoint is 179.73 ns.
- The final layout report lists a filler cell count of 13863.
- The main area contributors are sky130_fd_sc_hd__ha_1 17%, sky130_fd_sc_hd__fa_1 15%, sky130_fd_sc_hd__nand2_1 5.9%.
- The layout overhead on the synthesized area reads 10.20%.
- Among all stages on the critical path, the largest delay is contributed by sky130_fd_sc_hd__a41oi_2.
- The kind of end point of the critical path reads a primary output.
- For this design, Yosys synthesis ends with a cell count of 7724.
- Per the detail_route report, the via count comes to 60824.
- The worst hold path cell count is 4.
- The overall routed net length reads 274500 µm.
- The tool flagged a number of max-cap violations equal to 0.
- The post-synth design cell area is 55170 µm².
- The total power per unit cell area reads 7.336 nW/µm².
- The share of the synthesized area in the top cell type reads 0.1701.
- The worst path setup slack after routing reads 176.19 ns.
- The post-CTS setup-driven buffer insertion count is 0.
- The endpoint of the worst hold-timing path reads alu_in2_out[17].
- The core utilization at floorplan reads 0.4052.
- The count of tool warnings reads 126.
- The share of the Yosys chip area taken by registers is 0.
- The count of pins over their slew limit reads 0.
- The internal power of the cells is 0.0001672 W.
- The minimum clock period after layout reads 268.71 ns.
- In this run the worst hold path is classified as input pin to primary output.
- Counting stages on the worst path, the most repeated cell is sky130_fd_sc_hd__ha_1.
- The worst voltage drop across the vdd grid is 23.51 µV.
- The worst slack after detailed placement is 179.24 ns.
- The number of design-rule violations left by the first detailed-router iteration reads 6064.
- Note, the detailed placer reported a final HPWL of 218900 µm.
- The post-synthesis cell type with the largest combined area reads sky130_fd_sc_hd__ha_1.
- The congestion estimate from routability-driven global placement came to 1.092.
- The reported net switching power is 0.0002787 W.
- The total area of sequential cells is 0 µm².
- Measured along the y axis, the die boundary spans 373.4 µm.
- The beginning of the worst hold path is Forward_B[0].
- The via count normalized by instance count is 6.280.
- The delay of the slowest cell on the worst path reads 0.82 ns.
- The width of the chip reads 373.4 µm.
- The cell count after synthesis came out at 7724.
- The global-route wire length before repair is 396600 µm.
- In the final report, the number of hold violations comes to 0.
- In this run the tool buffered the top-level ports with 237 buffer cells.
- The chip area from the yosys synthesis statistics is 55170 µm².
- The type of the worst setup path is input pin to primary output.
- The number of gates resized after CTS is 0.
- The I/O pin total is 263.
- For the pin with the worst max-slew slack, the measured transition is 0.9875 ns.
- The initial antenna violation count reads 19.
- The fmax reads 3.722 MHz.
- The critical path startpoint category reads an input pin.
- The netlist uses 110 different library cells.
- Recorded from the global router log, the overflow total was 0.
- The count of clock buffers in the final design reads 0.
- The number of setup violations in the final report is 0.
- The design has 0 sequential cells.
- Once detail routing completed, the nets flagged for antenna violations numbered 0.
- The count of yosys warnings during synthesis is 2.
- The total instance count after detailed placement is 9669.
- The number of hold buffers added after cts is 0.
- The final report gives the core utilization as 0.4465.
- For reference, the placement row count at floorplan is 135.
- The synthesized area per cell reads 7.142 µm².
- The layout summary lists the proportion of cells stronger than drive strength 1 as 0.07264.
- The chip occupies 139400 µm².
- The reported leakage power is 28.79 nW.
- The worst slew slack as a fraction of its limit is 0.3377.
- Switching power as a fraction of the total was reported as 0.6249.
- The largest net degree at the start of global routing reads 62.
- The average routed wire per standard cell is 28.35 µm.
- The post-route DRC violation count reads 0.
- The required time of the critical path is 355.92 ns.
- The via count of the first global-routing pass reads 57556.
- The final non-filler cell total reads 9685.
- Setup repair after global routing left no endpoint under its margin.
- The maximum fanout along the worst path is 39.
- The global routing report lists combined usage of all routing layers as 0.3966.
- The aggregate negative setup slack is 0 ns.
==> layer usage <==
layer	track usage	vias up	share of wire
li1	-	27915	-
met1	0.5390	29013	0.41
met2	0.5754	3185	0.42
met3	0.1179	689	0.11
met4	0.2009	22	0.064
met5	0	-	0.00056
==> cells by family (layout without fill, tap and decap cells) <==
logic type | after synthesis | count (layout) | share of synthesized area
buf+inv | 1096 | 1260 | 0.07668
simple gates | 2497 | 2497 | 0.2068
other cells | 0 | 16 | 0
mux | 250 | 250 | 0.04817
xor+xnor | 476 | 476 | 0.07582
compound gates | 2245 | 2245 | 0.2736
fa+ha+maj | 1160 | 1160 | 0.3189
==> final cells by class <==
cell class	instances	area, µm²	area share
antenna	16	40.04	0.0006586
multi-input combinational	6628	51340	0.8445
timing repair buffer	497	4319	0.07105
inverter	763	2864	0.04711
tap	1781	2228	0.03666
==> synthesized netlist by cell type, types with 22 or more instances <==
library cell               count
sky130_fd_sc_hd__xnor2_1     293
sky130_fd_sc_hd__o221ai_1     32
sky130_fd_sc_hd__o22ai_1      42
sky130_fd_sc_hd__clkbuf_1    230
sky130_fd_sc_hd__or2_2        54
sky130_fd_sc_hd__ha_1        750
sky130_fd_sc_hd__nor4_1       35
sky130_fd_sc_hd__a31oi_1      85
sky130_fd_sc_hd__nand3_1     170
sky130_fd_sc_hd__a21o_1      194
sky130_fd_sc_hd__a21oi_1     574
sky130_fd_sc_hd__a211o_1      27
sky130_fd_sc_hd__fa_1        410
sky130_fd_sc_hd__and3_1       45
sky130_fd_sc_hd__nor2_1      746
sky130_fd_sc_hd__nor3_1      172
sky130_fd_sc_hd__buf_2        33
sky130_fd_sc_hd__nor2b_1      57
sky130_fd_sc_hd__a221o_1      22
sky130_fd_sc_hd__o21a_1      125
sky130_fd_sc_hd__o21bai_1     69
sky130_fd_sc_hd__xor2_1      182
sky130_fd_sc_hd__buf_1        58
sky130_fd_sc_hd__a31o_2       28
sky130_fd_sc_hd__o31ai_1      53
sky130_fd_sc_hd__nand4_1      73
sky130_fd_sc_hd__o211ai_1     90
sky130_fd_sc_hd__a22oi_1      22
sky130_fd_sc_hd__nand2_1     860
sky130_fd_sc_hd__a21boi_0     32
sky130_fd_sc_hd__mux2_2       84
sky130_fd_sc_hd__or3_1        70
sky130_fd_sc_hd__nand2b_1     69
sky130_fd_sc_hd__inv_1       735
sky130_fd_sc_hd__a211oi_1     97
sky130_fd_sc_hd__mux2i_1     162
sky130_fd_sc_hd__a221oi_1     54
sky130_fd_sc_hd__o21ai_0     381
sky130_fd_sc_hd__and2_1       46
==> worst max-delay path, delay by kind of cell <==
kind / cells / cell delay (ns)
simple gates: 89 / 21.82
mux: 4 / 1.42
fa+ha+maj: 31 / 9.41
buf+inv: 40 / 10.76
compound gates: 163 / 46.96
==> power groups by stage <==
stage | combinational (W) | sequential (W) | clock, W
after CTS | 0.000434 | 0 | 0
after global routing | 0.000483 | 0 | 0
==> cell usage in the layout, fill, tap and decap left out, types with 42 or more instances in the layout <==
| cell | instances |
|---|---|
| sky130_fd_sc_hd__and3_1 | 45 |
| sky130_fd_sc_hd__fa_1 | 410 |
| sky130_fd_sc_hd__mux2i_1 | 152 |
| sky130_fd_sc_hd__nand2_1 | 858 |
| sky130_fd_sc_hd__nand4_1 | 73 |
| sky130_fd_sc_hd__a211oi_1 | 97 |
| sky130_fd_sc_hd__nor2b_1 | 55 |
| sky130_fd_sc_hd__a31oi_1 | 85 |
| sky130_fd_sc_hd__buf_4 | 258 |
| sky130_fd_sc_hd__or3_1 | 70 |
| sky130_fd_sc_hd__o21ai_0 | 378 |
| sky130_fd_sc_hd__a221oi_1 | 54 |
| sky130_fd_sc_hd__a21oi_1 | 566 |
| sky130_fd_sc_hd__clkdlybuf4s50_1 | 231 |
| sky130_fd_sc_hd__o22ai_1 | 42 |
| sky130_fd_sc_hd__xnor2_1 | 293 |
| sky130_fd_sc_hd__nor3_1 | 170 |
| sky130_fd_sc_hd__o31ai_1 | 53 |
| sky130_fd_sc_hd__nand3_1 | 170 |
| sky130_fd_sc_hd__and2_1 | 46 |
| sky130_fd_sc_hd__ha_1 | 750 |
| sky130_fd_sc_hd__o21bai_1 | 69 |
| sky130_fd_sc_hd__nor2_1 | 739 |
| sky130_fd_sc_hd__xor2_1 | 182 |
| sky130_fd_sc_hd__inv_1 | 732 |
| sky130_fd_sc_hd__or2_2 | 54 |
| sky130_fd_sc_hd__a21o_1 | 194 |
| sky130_fd_sc_hd__mux2_2 | 84 |
| sky130_fd_sc_hd__o211ai_1 | 90 |
| sky130_fd_sc_hd__nand2b_1 | 69 |
| sky130_fd_sc_hd__o21a_1 | 125 |
==> how the worst max path moves through the flow <==
stage	slack, ns	to	from
CTS	178.96	alu_result[0]	Forward_B[0]
global route	172.49	alu_result[0]	Forward_B[0]
finish	176.19	alu_result[0]	Forward_B[0]
==> stage by stage <==
step | cell area (µm²) | power, W
6_report | 60790 | 0.0004459
4_1_cts | 60750 | 0.0004342
2_1_floorplan | 55170 | 0.0002941
3_3_place_gp | 60750 | 0.0004293
3_5_place_dp | 60750 | 0.0004302
5_1_grt | 60750 | 0.0004825
Power figures rest on the tool's default switching activity, not on a simulated workload.
